`./design.v`:
```
`timescale 1ps / 1ps 
`timescale 1ps/1ps
module tx_fsm(
    input clk,
    input reset,
    input tx_start,           
    output reg [1:0] sel,     
    output reg load,          
    output reg shift,         
    output reg parity_load    
);
    reg [3:0] count;
    reg [2:0] state, next_state;
    parameter IDLE   = 3'b000;
    parameter START  = 3'b001;
    parameter DATA   = 3'b010;
    parameter PARITY = 3'b011;
    parameter STOP   = 3'b100;
    wire data_done = (count == 7);
    always @(posedge clk or posedge reset) begin
        if (reset)
            count <= 0;
        else if (state == DATA)
            count <= count + 1;
        else
            count <= 0;
    end
    always @(posedge clk or posedge reset) begin
        if (reset)
            state <= IDLE;
        else
            state <= next_state;
    end
    always @(*) begin
        sel         = 2'b11;    
        load        = 1'b0;
        shift       = 1'b0;
        parity_load = 1'b0;
        next_state  = state;
        case (state)
            IDLE: begin
                sel = 2'b11;              
                if (tx_start)
                    next_state = START;
            end
            START: begin
                sel         = 2'b00;      
                load        = 1'b1;       
                parity_load = 1'b1;       
                next_state  = DATA;
            end
            DATA: begin
                sel   = 2'b01;            
                shift = 1'b1;
                if (data_done)
                    next_state = PARITY;
            end
            PARITY: begin
                sel        = 2'b10;       
                next_state = STOP;
            end
            STOP: begin
                sel        = 2'b11;       
                next_state = IDLE;
            end
        endcase
    end
endmodule
`timescale 1ps/1ps
module tx_mux (
    input [1:0] select,
    input data_bit,
    input parity_bit,
    output reg tx_out );
    always @(*)
    begin
        case (select)
            2'b00: tx_out=1'b0;              
            2'b01: tx_out=data_bit;          
            2'b10: tx_out=parity_bit;        
            2'b11: tx_out=1'b1;              
            default: tx_out = 1'b1;    
        endcase
    end
endmodule
`timescale 1ps / 1ps
module tx_piso(
    input clk,
    input reset,
    input load,
    input shift,
    input [7:0] data,
    output piso_out );
    reg [7:0]temp;
    assign piso_out= temp[0];
    always @(posedge clk, posedge reset)
    begin
        if(reset)
            temp <= 8'b0;
        else
        begin
            if(load)
                temp <= data;
            else
            begin
                if(shift)
                    temp <= {1'b0, temp[7:1]};
                else
                    temp <= temp;
            end
        end 
    end
endmodule
`timescale 1ps / 1ps
module tx_parity(
    input clk,
    input reset,
    input [7:0] data,
    input parity_load,
    output reg parity_out );
    always @(posedge clk, posedge reset)
    begin
        if(reset)
            parity_out<=0;
        else
        begin
            if(parity_load)
                parity_out <=^(data);
            else
                parity_out <= parity_out;
        end
    end
endmodule
module uart_tx(
    input clk,
    input reset,
    input tx_start,
    input [7:0] tx_data_in,                  
    output tx_data_out);                     
    wire parity_bit;
    wire data_bit;
    wire [1:0] sel;
    wire piso_load;
    wire parity_load;
    wire piso_shift;
    tx_mux tx1 ( sel, data_bit, parity_bit, tx_data_out );
    tx_parity tx2 (clk, reset, tx_data_in, parity_load, parity_bit );
    tx_piso tx3 (clk, reset, piso_load, piso_shift, tx_data_in, data_bit );
    tx_fsm tx4 ( clk, reset,tx_start, sel, piso_load, piso_shift, parity_load); 
endmodule
```
`./run.sh`:
```
#!/bin/bash
# OpenROAD 26Q1-2900-gdf79404cd8, Yosys 0.63+post, stock flow scripts
make -C /OpenROAD-flow-scripts/flow DESIGN_CONFIG=/design/flow/config.mk WORK_HOME=/design/flow/orfs finish
```
`./config.mk`:
```
export PLATFORM = sky130hd
export DESIGN_NAME = uart_tx
export DESIGN_NICKNAME = uart_tx
export VERILOG_FILES = /design/flow/design.v
export SDC_FILE = /design/flow/constraint.sdc
export NUM_CORES = 4
export LEC_CHECK = 1
export CORE_AREA = 10 10 80 80
export DIE_AREA = 0 0 90 90
```
`./constraint.sdc`:
```
current_design uart_tx

set clk_period 1.4
set clk_io_pct 0.2

create_clock -name clk0 -period $clk_period [get_ports {clk}]

set non_clock_inputs [all_inputs -no_clocks]
set_input_delay [expr $clk_period * $clk_io_pct] -clock clk0 $non_clock_inputs
set_output_delay [expr $clk_period * $clk_io_pct] -clock clk0 [all_outputs]
```
==> Changelog: implementation <==
### Metrics

* Mapped Avg Cell Area at 10.8 um2
* Yosys warns at 4
* Top Family by Delay on Critical Path: flip-flops
* Hpwl dp at roughly 1100 um
* CP Class: flop to output port
* DRT iter0 DRCs at 23
* Post-DP Area at 998 um2
* Main synth FF type: dfrtp_1
* Clk_skew at 2.13 ps
* Dpl cells at 152
* Final worst path period need at 1330 ps
* Slew @ Worst Pin at 224 ps
* Cell Type Count at 18
* Post-synthesis register bit count at 18
* Core ar. at 4720 um2
* Total track usage at 3.85%
* GR Util met2 at 5.63%
* WP data required at 1120 ps
* N_diodes at 0
* CTS Buf Count at 3
* Post-synth top area cell: dfrtp_1
* Switching pwr at 0.000189 W
* Clock Power Share at 40.2%
* GR peak layer: met1
* Post-synth EDFFs at 0
* Yosys stat chip area at 797 um2
* H-tree Lvls at 1
* Worst VDD drop at 0.888 mV
* Initial antenna violation count at 0
* Leak at 0.410 nW
* Largest net degree at the start of global routing at 20
* Period utilisation layout at 95.0%
* DR pass1 iterations at 2
* Crit path cell chain: buf_6 > nor2_2 > a21oi_1 > buf_2
* Mapped Area at ~800 um2
* Sw Ratio at 18.7%
* WP buf/inv at 2
* Chip Area at 8100 um2
* CP Max Fanout at 3
* Vias in the first global route at approximately 610
* RSZ-0062 raised after global routing: yes
* Outcome: complete, no violations
* Gr ovfl total at 0
* Fill cell total of the finished layout at 501
* Critical path's slowest cell: dfrtp_1
* Flop pwr share at 51.7%
* Peak Freq at 0.752 GHz
* Routing usage on met3 at 1.26%
* Grt met1 use at 5.69%
* CTS tree: done
* Num Clock Sinks at 18
* # DRC at 0
* Vias at 536
* Via-per-instance ratio at approximately 3.4
* Die Y at 90 um
* Layout cells sized above 1 at ~14%
* Slew HR at between 80% and 90%
* Hold buffers post-CTS at 0
* Commonest cells post-synth: 17 x dfrtp_1, 9 x nand2_1, 8 x o21ai_0, 8 x xnor2_1
* Row count at 25
* Post-Syn Instances at 74
* Top cells by area, synth: dfrtp_1 53%, mux2i_1 8.8%, xnor2_1 8.8%
* Die Wd at 90 um
* Top-area cell share at 53.4%
* # Cells Yosys at 74
* Final Setup Violations at 0
* Count of input and output buffers at 11
* Average wire per standard cell at 8.96 um
* Area Growth Syn to Fin at 34.2%
* Tool Warnings at 26
* Most instantiated library cell after synthesis: dfrtp_1
* Seq share, synth at 56.7%
* Max-cap violations at 0
* Longest Clk Path Bufs at 2
* Insertion Delay late pin at 240 ps
* Reg clk slew, reported paths at 60 ps
* Fp_density at 16.9%
* PwrDens at 941 nW/um2
* CP max stage delay at 420 ps
* Root buffer cell: clkbuf_8
* First-pass GRT wire length at 2710 um
* Critical Path End Type: output port
* HP Class: primary input to async pin
* Internal at 0.000818 W
* Design area at approximately 1100 um2
* Final Hold Fails at 0
* Ys async rst share at 100%
* Non-filler cells, final at 157
* Combinational Power Share at 8.2%
* Final Slew Violations at 0
* I/O Pins at 12
* Final WL at ~1400 um
* Routability cong. at 0.792
* Crit path DAT at 1050 ps
* Detail Route Antenna Nets at 0
* Startpoint types: flop
worst reg2reg max path, stage by stage (launching register included):
cell	delay (ps)
dfrtp_1	400
buf_4	200
inv_1	150
nand2_1	70
o21ai_0	130
repair_timing:
action	in CTS	in global routing
gates resized	7	0
setup buffers	1	0
endpoints found under the setup margin	1	1
pin swaps	2	1
layout by cell type (no fill, tap or decap), drive strengths merged, types with 3 or more instances in the layout:
| master | Yosys | final |
|---|---|---|
| inv | 3 | 3 |
| o21ai | 8 | 8 |
| clkbuf | 2 | 4 |
| buf | 1 | 5 |
| dfrtp | 17 | 17 |
| nand2 | 9 | 9 |
| mux2i | 7 | 7 |
| nor2 | 7 | 7 |
| clkdlybuf4s50 | 0 | 10 |
| xnor2 | 8 | 8 |
final cells by class:
cell class	count	area [um2]	share of cell area, %
Sequential cell	18	452	42.2
Inverter	3	11.3	1.05
Tap cell	67	83.8	7.84
Multi-Input combinational cell	50	329	30.8
Clock buffer	4	55.1	5.15
Timing Repair Buffer	15	139	13.0
state kept, by name, summed over array words and instances, names as in the netlist:
| name | count |
|---|---|
| tx4.state | 5 |
| tx4.count | 4 |
| tx2.parity_out | 1 |
| tx3.temp | 8 |
stage by stage:
step	hold WS, ps	power, W	setup slack [ps]	utilization (%)	TNS (ps)
finish	367	0.00101	69.9	22.6	0
global route	392	0.00106	-12.4	22.6	-12.4
CTS	368	0.00102	22.4	22.6	0
detailed placement	415	0.000614	-79.4	21.1	-148
global placement	412	0.000612	-60.4	21.1	-87.7
floorplan	218	0.000571	285	-	0
power groups by stage:
stage                 sequential [W]  clock [W]  combinational [W]
after CTS                   0.000520   0.000419          0.0000845
after global routing        0.000520   0.000451          0.0000915
final                       0.000520   0.000404          0.0000822
routing by layer:
layer | vias up | routed length [um]
li1 | 274 | -
met3 | 0 | 63
met1 | 250 | 765
met2 | 12 | 577
met5 | - | 0
met4 | 0 | 0
worst paths after layout:
| check | startpoint | endpoint | slack, ps | cells past startpoint |
|---|---|---|---|---|
| max | tx4.state[4]$_DFF_PP0_ | tx_data_out | 70 | 4 |
| min reg2reg | tx4.state[1]$_DFF_PP0_ | tx4.state[0]$_DFF_PP1_ | 430 | 1 |
| min | reset | tx3.temp[7]$_DFFE_PP0P_ | 370 | 3 |
| max in group asynchronous | reset | tx4.state[0]$_DFF_PP1_ | 780 | 3 |
| max reg2reg | tx4.state[2]$_DFF_PP0_ | tx3.temp[7]$_DFFE_PP0P_ | 380 | 4 |
| min in group clk0 | tx4.state[1]$_DFF_PP0_ | tx4.state[0]$_DFF_PP1_ | 430 | 1 |
logic make-up (layout without fill, tap and decap cells):
kind of cell               count (synthesis)  in the layout  synth area share [%]
DFF                                       18             18                  56.7
and+or+nand+nor                           20             20                  10.7
AOI/OAI and AO/OA                         13             13                  9.11
xor gates and xnor gates                   9              9                  9.89
buffers and inverters                      6             22                  3.30
muxes                                      7              7                  8.79
adders and majority gates                  1              1                  1.57
Power and IR drop assume default switching activity.
